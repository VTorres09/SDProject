[/design/flow/run.sh]
#!/bin/bash
# OpenROAD 26Q1-2900-gdf79404cd8, Yosys 0.63+post, stock flow scripts
make -C /OpenROAD-flow-scripts/flow DESIGN_CONFIG=/design/flow/config.mk WORK_HOME=/design/flow/orfs finish
[/design/flow/config.mk]
export PLATFORM = sky130hd
export DESIGN_NAME = MaquinaEstados
export DESIGN_NICKNAME = MaquinaEstados
export VERILOG_FILES = /design/flow/design.v
export SDC_FILE = /design/flow/constraint.sdc
export NUM_CORES = 4
export LEC_CHECK = 1
export CORE_UTILIZATION = 30
[/design/flow/design.v]
module MaquinaEstados(reset, conta, pausa, para, clock, clock_botao,
CountDs, CountSeg0, CountSeg1, CountSeg2);
input reset;
input conta;
input pausa;
input para;
input clock;
input clock_botao;
reg reset_old;
reg reset_raise;
reg conta_old;
reg conta_raise;
reg pausa_old;
reg pausa_raise;
reg para_old;
reg para_raise;
output reg [3:0] CountDs;
output reg [3:0] CountSeg0;
output reg [3:0] CountSeg1;
output reg [3:0] CountSeg2;
reg [1:0] estado_atual; 
reg [3:0] CountSeg0Aux;
reg [3:0] CountSeg1Aux;
reg [3:0] CountSeg2Aux;
reg [3:0] CountDsAux;
reg PararCount;
reg ZerarCount;
reg MostrarCount;
parameter resetar = 0, contar = 1, pausar = 2, parar = 3;
    initial begin
        estado_atual <= resetar;
        CountDs <= 4'd0;
		  CountSeg0 <= 4'd0;
		  CountSeg1 <= 4'd0;
		  CountSeg2 <= 4'd0;
		  CountDsAux <= 4'd0;
		  CountSeg0Aux <= 4'd0;
		  CountSeg1Aux <= 4'd0;
		  CountSeg2Aux <= 4'd0;
		  PararCount <= 1'd1;
        ZerarCount <= 1'd0;
        MostrarCount <= 1'd1;
		  reset_old <= 1'b1;
		  reset_raise <= 1'b0;
        conta_old <= 1'b1;
        conta_raise <= 1'b0;
        pausa_old <= 1'b1;
        pausa_raise <= 1'b0;
        para_old <= 1'b1;
        para_raise <= 1'b0;
    end
always @ (*) begin  
	case(estado_atual)
	resetar:begin
		ZerarCount <= 1'd1;
		PararCount <= 1'd1;
		MostrarCount <= 1'd1;	
		end
	contar:begin
		ZerarCount <= 1'd0;
		PararCount <= 1'd0;	
		MostrarCount <= 1'd1;
		end
	pausar:begin
		ZerarCount <= 1'd0;
		PararCount <= 1'd0;
		MostrarCount <=  1'd0;			
		end
	parar:begin
		ZerarCount <= 1'd0;
		PararCount <= 1'd1;
		MostrarCount <= 1'd1;
		end
	endcase
end
always @ (posedge clock_botao)begin 
    if (conta_old != conta && conta == 1'b1)begin
          conta_raise <= 1'b1;
	 end
    conta_old <= conta;
	 if (reset_old != reset && reset == 1'b1)begin
          reset_raise <= 1'b1;
	 end
    reset_old <= reset;
	 if (pausa_old != pausa && pausa == 1'b1)begin
          pausa_raise <= 1'b1;
	 end
    pausa_old <= pausa;
	 if (para_old != para && para == 1'b1)begin
          para_raise <= 1'b1;
	 end
    para_old <= para;
	if(reset_raise == 1'b1)begin
		estado_atual <= resetar;
		reset_raise <= 1'b0;
	end
	else if(conta_raise == 1'b1)begin
		estado_atual <= contar;
		conta_raise <= 1'b0;
	end
	else if((pausa_raise == 1'b1) && (estado_atual == pausar))begin
		estado_atual <= contar;	
		pausa_raise <= 1'b0;
	end
	else if((pausa_raise  == 1'b1) && (estado_atual != pausar))begin
		estado_atual <= pausar;
		pausa_raise <= 1'b0;
	end
	else if(para_raise  == 1'b1)begin
		if(estado_atual == contar)begin
			estado_atual <= parar;		
		end	
		para_raise <= 1'b0;
	end
end
always@(negedge clock) begin
	if(ZerarCount) begin
		CountDsAux <= 4'd0;
		CountSeg0Aux <= 4'd0;
		CountSeg1Aux <= 4'd0;
		CountSeg2Aux <= 4'd0;
	end
	else begin
		if(!PararCount)begin
			if(CountDsAux != 4'd9)begin
				CountDsAux <= CountDsAux + 4'd1;
			end
			else begin
				CountDsAux <= 4'd0;
				if(CountSeg0Aux != 4'd9)begin
					CountSeg0Aux <= CountSeg0Aux + 4'd1;
				end
				else begin
					CountSeg0Aux <= 4'd0;
					if(CountSeg1Aux != 4'd9)begin
						CountSeg1Aux <= CountSeg1Aux + 4'd1;
					end
					else begin
						CountSeg1Aux <= 4'd0;
						if(CountSeg2Aux != 4'd9)begin
							CountSeg2Aux <= CountSeg2Aux + 4'd1;
						end
						else begin
							CountDsAux <= 4'd0;
							CountSeg0Aux <= 4'd0;
							CountSeg1Aux <= 4'd0;
							CountSeg2Aux <= 4'd0;
						end		
					end
				end
			end
		end
	end
		if(MostrarCount)begin
			CountDs <= CountDsAux;
			CountSeg0 <= CountSeg0Aux;
			CountSeg1 <= CountSeg1Aux;
			CountSeg2 <= CountSeg2Aux;
		end
 end
endmodule
[/design/flow/constraint.sdc]
current_design MaquinaEstados

set clk_period 2.6
set clk_io_pct 0.2

create_clock -name clk0 -period $clk_period [get_ports {clock}]
create_clock -name clk1 -period $clk_period [get_ports {clock_botao}]

set non_clock_inputs [all_inputs -no_clocks]
set_input_delay [expr $clk_period * $clk_io_pct] -clock clk0 $non_clock_inputs
set_output_delay [expr $clk_period * $clk_io_pct] -clock clk0 [all_outputs]
==> job_summary.md <==
## PnR job results

| Metric | Value |
|---|---|
| Tightest Pin Transition | 0.5303 ns |
| Worst path max stage delay | 0.33 ns |
| Setup crit end kind | flip-flop |
| Chip area in the Yosys report | 1667 um^2 |
| First drt pass iteration count | 4 |
| Fin Setup TNS | -0.2796 ns |
| Post-layout instance area | 2206 um^2 |
| Hold Path Sink | reset_raise$_SDFF_PP0_ |
| EDFF count, synth | 16 |
| All-Layer GR Usage | 9.949% |
| Leading area contributor after synthesis | dfxtp_1 |
| Detail Route Antenna Nets | 0 |
| Clock Skew | 0.01263 ns |
| Detail Placement HPWL | 1.728 mm |
| Placement Rows | 26 |
| Placement Cell Area | 2041 um^2 |
| Top delay family on crit path | simple AND/OR/NAND/NOR gates |
| Synth area leaders | dfxtp_1, edfxtp_1, a21oi_1, o21ai_0, nor2_1 |
| Hold_sp | reset_old$_DFF_P_ |
| Reg2Reg Setup Slack | -0.07 ns |
| Final setup violation count | 15 |
| Crit-path slowest cell | dfxtp_2 |
| Worst Path Max Fanout | 6 |
| Critical-path cell list | inv_2 > ha_4 > and3_4 > nand4_4 > or3_1 > a21oi_1 |
| Worst Path Buf+Inv | 1 |
| Number of max-cap violations | 0 |
| 1st-iter DRT viols | 65 |
| Mux area share | 1.201% |
| Core Util, Final | 42.12% |
| PortBufs | 20 |
| Largest net degree at the start of global routing | 18 |
| Place WS | -0.1716 ns |
| Leak | 1.038 nW |
| Worst reg2reg path startpoint | estado_atual[1]$_SDFFE_PP0P_ |
| Die height | 76.54 um |
| Pwr Total | 0.001919 W |
| R2R cell count | 6 |
| I/O pin cnt | 22 |
| AO/OA Area Share | 8.033% |
| Startpoint class of the critical path | flip-flop |
| Ys async rst share | 0% |
| Log Warnings | 64 |
| Diodes inserted | 0 |
| Power Density | 870.1 nW/um^2 |
| Storage element area | 1003 um^2 |
| Register area share after synthesis | 60.06% |
| Yosys cell types | 35 |
| Clock transition at the registers of the reported paths | 0.05 ns |
| Vias post-DR | 1,236 |
| Mapped cell area | 1667 um^2 |
| Worst path arrival time | 1.63 ns |
| Dominant flop cell | dfxtp_1 |
| Top cell area share | 31.23% |
| Most frequent cell after synthesis | dfxtp_1 |
| DR WL/cell | 9.454 um |
| Avg Inst Size Synth | 11.42 um^2 |
| Global-route wire length before repair | 4.671 mm |
| Post-Synthesis Cells | 146 |
| Routability cong. | 0.7540 |
| Basic Gates by Area | 20.20% |
| Die area | 5858 um^2 |
| Synth warn | 1 |
| Adder Share, Synth | 3.003% |
| Initial Util | 31.82% |
| Share of cells above drive strength 1 | 23.11% |
| Die X | 76.54 um |
| Setup WS post-layout | -0.07265 ns |
| Logic area | 633.1 um^2 |
| Yosys cell count | 146 |
| Critical path type | flip-flop to flip-flop |
| CTS tree | done |
| Post-Route WL | 2.666 mm |
| Gr ovfl total | 0 |
| DRC errors left | 0 |
| CP required | 1.56 ns |
| Area Growth Syn to Fin | 32.36% |
| Hold depth | 1 |
| HP Class | flip-flop to flip-flop |
| Vias in the first global route | 1,223 |
| Slew Viols, Final | 0 |
| Failing checks | negative setup slack |
| Main logic family | simple AND/OR/NAND/NOR gates |
| Floorplan core area | 5238 um^2 |
| RSZ-0062 raised after global routing | true |
| Synth cell count leaders | dfxtp_1, edfxtp_1, nor2_1 |
| Xor/xnor share | 3.679% |
| Fillers | 493 |
| Run status | complete, but fails checks |
| Rel. slew slack | 64.61% |
| Hold Vio Cnt, Final | 0 |
| Peak VDD IR | 0.0004504 V |
| Initial antenna violation count | 0 |
| Vias per inst | 4.383 |
| CTS sink count | 42 |
| Yosys reg bits | 42 |
| Worst R2R End | CountSeg2Aux[2]$_SDFFE_NN0P_ |
-- timing repair --
item | 4_1_cts | 5_1_grt
setup endpoints to repair | 25 | 27
buffers inserted | 0 | 0
pin swaps | 3 | 3
hold buffers | 0 | 0
cloned | 0 | 0
gates resized | 49 | 2
-- placed cells by master, fill, tap and decap left out, types with 2 or more instances in the layout --
cell type / Yosys / layout
edfxtp_1: 16 / 16
a211oi_1: 2 / 2
ha_1: 4 / 3
nand2b_1: 2 / 2
and2b_1: 2 / 2
a21oi_1: 11 / 11
dfxtp_2: 0 / 2
clkbuf_8: 0 / 9
nand4_1: 3 / 3
buf_2: 0 / 16
o21ai_0: 11 / 7
buf_4: 0 / 9
nand2_1: 5 / 5
xor2_1: 5 / 5
inv_2: 0 / 2
o21ai_1: 0 / 4
mux2i_1: 2 / 2
nor2_1: 14 / 14
dfxtp_1: 26 / 24
inv_1: 9 / 38
nor3b_1: 3 / 2
clkdlybuf4s50_1: 0 / 4
nand3_1: 3 / 3
or3_1: 3 / 3
nor3_1: 2 / 2
xnor2_1: 2 / 2
nor2b_1: 4 / 4
-- worst max path at each step --
| stage | from | endpoint | slack (ns) | depth (start not counted) |
|---|---|---|---|---|
| CTS | estado_atual[0]$_SDFFE_PP0P_ | CountSeg2Aux[2]$_SDFFE_NN0P_ | -0.08 | 6 |
| global route | estado_atual[1]$_SDFFE_PP0P_ | CountSeg2Aux[2]$_SDFFE_NN0P_ | -0.15 | 6 |
| finish | estado_atual[1]$_SDFFE_PP0P_ | CountSeg2Aux[2]$_SDFFE_NN0P_ | -0.07 | 6 |
-- registers in the layout (all words and copies together), names as in the netlist, 2 cells and up --
signal / cells
CountDsAux: 4
CountSeg0: 4
estado_atual: 2
CountSeg1Aux: 4
CountDs: 4
CountSeg2: 4
CountSeg2Aux: 4
CountSeg0Aux: 4
CountSeg1: 4
-- cell families (layout without fill, tap and decap cells) --
family	after synthesis	count (layout)
xor+xnor	7	7
buf+inv	13	79
simple gates	53	53
flops	42	42
fa+ha+maj	4	4
mux	2	2
compound gates	25	25
-- area by class of cell --
cell class,instances,area share [%]
flip-flops and latches,42,45.49
multi-input cells,91,28.70
repair buffers,30,9.416
clock buffers,9,5.615
clock inverters,32,5.445
well taps,70,3.970
inverters,8,1.361
-- stage by stage --
stage / cells / hold WS, ns
2_1_floorplan: 146 / 0.3721
3_3_place_gp: 242 / 0.3756
3_5_place_dp: 242 / 0.3800
4_1_cts: 282 / 0.3868
5_1_grt: 282 / 0.3953
6_report: 282 / 0.3860
-- where the power goes --
| group | internal (W) | switching (W) | total [W] |
|---|---|---|---|
| registers | 0.000823 | 0.0000703 | 0.000893 |
| logic | 0.000180 | 0.000151 | 0.000332 |
| clock network | 0.000370 | 0.000324 | 0.000694 |
| total | 0.00137 | 0.000546 | 0.00192 |
-- routing by layer --
layer,vias up,GRT usage (%),part of all wire (%)
met3,0,4.988,6.3
met2,28,14.77,47
met5,-,0,0
met1,558,11.96,47
met4,0,5.192,0
li1,650,-,-
-- worst reg2reg max path, delay by kind of cell, from the launching register on --
kind                       cells  cell delay [ns]
and+or+nand+nor                3             0.64
DFF                            1             0.33
adders and majority gates      1             0.25
AOI/OAI and AO/OA              1             0.14
buffers and inverters          1             0.05
Power and IR drop assume default switching activity.
